## ./design.v

```verilog
module bcdto7(all_out, d_in);
output [6:0] all_out;
input [3:0] d_in;
wire z_bar, y_bar, w_bar, x_bar;
wire z, y, w, x;
wire [22:0] intwire;
not n0(x_bar, d_in[0]);
not n1(w_bar, d_in[1]);
not n2(y_bar, d_in[2]);
not n3(z_bar, d_in[3]);
buf b0(x, d_in[0]);
buf b1(w, d_in[1]);
buf b2(y, d_in[2]);
buf b3(z, d_in[3]);
and a0(intwire[0], w_bar, y ,z);
and a1(intwire[1], z, y_bar, w , x);
and a2(intwire[2], x_bar, w_bar, y);
and a3(intwire[3], z_bar, y_bar, w_bar, x);
and a4(intwire[4], w, x ,z);
and a5(intwire[5], z, y ,x_bar);
and a6(intwire[6], w, x_bar, y);
and a7(intwire[7],w_bar, x, z_bar, y);
and a8(intwire[8], w, z, y);
and a9(intwire[9], w, x_bar, y_bar, z_bar);
and a10(intwire[10], w, x, y);
and a11(intwire[11], z_bar, y, w_bar, x_bar);
and a12(intwire[12], z, y_bar, w, x_bar);
and a13(intwire[13], z_bar, x);
and a14(intwire[14], z_bar, y, w_bar);
and a15(intwire[15], y_bar, w_bar, x);
and a16(intwire[16], z, y, w_bar, x);
and a17(intwire[17], z_bar, w, x);
and a18(intwire[18], z_bar, y_bar, x);
and a19(intwire[19], z_bar, y_bar, w);
and a20(intwire[20], z_bar, y, w, x);
and a21(intwire[21], z, y, w_bar, x_bar);
and a22(intwire[22], z_bar, y_bar, w_bar);
or fA(all_out[0], intwire[0],intwire[1],intwire[2],intwire[3]);
or fB(all_out[1], intwire[4], intwire[5], intwire[6], intwire[7]);
or fC(all_out[2], intwire[8], intwire[9]);
or fD(all_out[3], intwire[10], intwire[3], intwire[11], intwire[12]);
or fE(all_out[4], intwire[14], intwire[15], intwire[13]);
or fF(all_out[5], intwire[16], intwire[17], intwire[18], intwire[19]);
or fG(all_out[6], intwire[20], intwire[21], intwire[22]);
endmodule
module coinSensor(clk, reset, serialIn, penny, nickel, dime, quarter);
input clk, reset, serialIn;
output reg penny, nickel, dime, quarter;
reg [4:0] shift;
always @(posedge clk)
begin
	if(reset)
		shift = 5'b11111;
	else
		shift = shift << 1;
		shift[0] = serialIn;
end
always @(posedge clk)
	casex(shift)
	5'bx0010 :{penny, nickel, dime, quarter, shift} = 9'b100011111; 
	5'b01000 :{penny, nickel, dime, quarter, shift} = 9'b010011111;
	5'b01110 :{penny, nickel, dime, quarter, shift} = 9'b001011111;
	5'b01010: {penny, nickel, dime, quarter, shift} = 9'b000111111;
	default: {penny, nickel, dime, quarter} = 4'b0000;
	endcase
endmodule
module piggyBank(clk, reset, penny, nickel, dime, quarter, apple, banana, carrot, date, digOne, digTwo);
input clk, reset, penny, nickel, dime, quarter, apple, banana, carrot, date;
output reg [3:0] digOne, digTwo;
reg [3:0] sumValTwo;
reg [3:0] sumValOne;
reg [3:0] buyValTwo;
reg [3:0] buyValOne;
reg [3:0] carryNum;
reg [3:0] negCarryNum;
always @(posedge clk)
begin
	if(reset)
		{digOne,digTwo} = {4'b0000,4'b0000};
	else
	begin
		carryNum = 0;
		negCarryNum = 0;
		case({penny, nickel, dime, quarter})
		4'b1000 : {sumValTwo, sumValOne} = {4'd0,4'd1};
		4'b0100 : {sumValTwo, sumValOne} = {4'd0,4'd5};
		4'b0010 : {sumValTwo, sumValOne} = {4'd1,4'd0};
		4'b0001 : {sumValTwo, sumValOne} = {4'd2,4'd5};
		default : {sumValTwo, sumValOne} = {4'd0,4'd0};
		endcase
		case({apple, banana, carrot, date})
		4'b1000 : {buyValTwo, buyValOne} = {4'd7,4'd5};
		4'b0100 : {buyValTwo, buyValOne} = {4'd2,4'd0};
		4'b0010 : {buyValTwo, buyValOne} = {4'd3,4'd0};
		4'b0001 : {buyValTwo, buyValOne} = {4'd4,4'd0};
		default : {buyValTwo, buyValOne} = {4'd0,4'd0};
		endcase
		if(sumValOne != 0 | sumValTwo != 0)
		begin
			if(digOne + sumValOne > 9)
			begin
				carryNum = carryNum + 1;
				digOne = digOne + sumValOne - 10;
			end
			else
				digOne = sumValOne + digOne;
			if(digTwo + sumValTwo + carryNum > 9)
				{digTwo, digOne} = {4'd9,4'd9};
			else
				digTwo = digTwo + sumValTwo + carryNum;	
		end
		negCarryNum = 0;
		if(buyValTwo != 0 | buyValOne != 0)
		begin
			if(digOne < buyValOne)
			begin
				digOne = 10 - (buyValOne- digOne);
				negCarryNum = negCarryNum + 1;
			end
			else
				digOne = digOne - buyValOne;
			if(digTwo < buyValTwo + negCarryNum)
				{digTwo, digOne} = {4'd0,4'd0};
			else
				digTwo = digTwo - buyValTwo - negCarryNum;
		end
	end
end
endmodule
module purchaseMngr(clk, buy, product, digOne, digTwo, apple, banana, carrot, date, error);
input clk, buy;
input [1:0] product;
input [3:0] digOne, digTwo;
output reg apple, banana, carrot, date, error;
reg [7:0] credit;
reg [7:0] cost;
always @(posedge clk)
begin
	credit = 10* digOne + digTwo;
	case(product)
	2'b00: cost = 75;
	2'b01: cost = 20;
	2'b10: cost = 30;
	2'b11: cost = 40;
	endcase
	if(buy)
	begin
		if(cost > credit)
			{apple, banana, carrot, date, error} = 5'b00001;
		else
			begin
			case(product)
			2'b00: {apple, banana, carrot, date, error} = 5'b10000;
			2'b01: {apple, banana, carrot, date, error} = 5'b01000;
			2'b10: {apple, banana, carrot, date, error} = 5'b00100;
			2'b11: {apple, banana, carrot, date, error} = 5'b00010;
			endcase
			end
	end
	else
		{apple, banana, carrot, date, error} = 5'b00000;
end
endmodule
module sevenSegDispMngr(clk, reset, apple, banana, carrot, date, error, digTwo, digOne, digit1, digit0);
input clk, reset, apple, banana, carrot, date, error;
input [3:0] digTwo, digOne;
output [6:0] digit1, digit0;
reg [2:0] state;
reg [3:0] d1in, d0in;
bcdto7 b0(digit1, d1in);
bcdto7 b1(digit0, d0in);
always @(posedge clk)
begin
	if(reset)
	begin
		d1in = digTwo;
		d0in = digOne;
		state = 3'b000;
	end
	else
	begin
		if(state == 0)
			case({apple, banana, carrot, date, error})
			5'b10000 :{d1in,d0in,state} = {4'ha,4'ha, 3'd5};
			5'b01000 :{d1in,d0in,state} = {4'hb,4'hb, 3'd5};
			5'b00100 :{d1in,d0in,state} = {4'hc,4'hc, 3'd5};
			5'b00010 :{d1in,d0in,state} = {4'hd,4'hd, 3'd5};
			5'b00001 :{d1in,d0in,state} = {4'he,4'he, 3'd5};
			default : {d1in, d0in, state} = {digTwo, digOne, 3'd0};
			endcase
		else
			state = state - 1;
	end
end
endmodule
module vendingMachine(clock, reset, serialIn, buy, product, digit1, digit0);
input clock, reset, serialIn, buy;
input [1:0] product;
output [6:0] digit1, digit0;
wire penny, nickel, dime, quarter;
wire apple, banana, carrot, date, error;
wire [3:0] digOne, digTwo;
coinSensor c0(clock, reset, serialIn, penny, nickel, dime, quarter);
piggyBank p0(clock, reset, penny, nickel, dime, quarter, apple, banana, carrot, date, digOne, digTwo);
purchaseMngr p1(clock, buy, product, digOne, digTwo, apple, banana, carrot, date, error);
sevenSegDispMngr p2(clock, reset, apple, banana, carrot, date, error, digTwo, digOne, digit1, digit0);
endmodule
```

## ./run.sh

```bash
#!/bin/bash
# OpenROAD 26Q1-2900-gdf79404cd8, Yosys 0.63+post, stock flow scripts
make -C /OpenROAD-flow-scripts/flow DESIGN_CONFIG=/design/flow/config.mk WORK_HOME=/design/flow/orfs finish
```

## ./config.mk

```make
export PLATFORM = sky130hd
export DESIGN_NAME = vendingMachine
export DESIGN_NICKNAME = vendingMachine
export VERILOG_FILES = /design/flow/design.v
export SDC_FILE = /design/flow/constraint.sdc
export NUM_CORES = 4
export LEC_CHECK = 1
export CORE_UTILIZATION = 30
```

## ./constraint.sdc

```tcl
current_design vendingMachine

set clk_period 2.7
set clk_io_pct 0.2

create_clock -name clk0 -period $clk_period [get_ports {clock}]

set non_clock_inputs [all_inputs -no_clocks]
set_input_delay [expr $clk_period * $clk_io_pct] -clock clk0 $non_clock_inputs
set_output_delay [expr $clk_period * $clk_io_pct] -clock clk0 [all_outputs]
```

==> job_summary.md <==
## Implementation flow summary

| Metric | Value |
|---|---|
| Fin util | 40.96% |
| Share of post-route cells with drive strength above 1 | 26.51% |
| Net Sw Power | 759.2 uW |
| Clk sinks | 24 |
| Antenna Nets Post-Route | 0 |
| Rel. slew slack | 69.60% |
| Crit-path most repeated cell | ha_4 |
| Fin crit period | 3.015 ns |
| CTS buffer count | 3 |
| CP required | 2.90 ns |
| Floorplan Utilization | 30.93% |
| Fin cells | 452 |
| Violated checks | setup timing |
| Clk buf depth | 2 |
| DR iter-0 viols | 81 |
| Buf+Inv Stages, Crit Path | 3 |
| Leakage | 0.001425 uW |
| Post-synth EDFFs | 8 |
| Clock Pin Slew Worst Setup and Hold Paths | 0.09 ns |
| Top delay family on crit path | adder cells |
| Placed cell area | 3128 um2 |
| Outcome | finished with violations |
| Hold-fix buffers, CTS | 0 |
| Fmax | 331.7 MHz |
| Max-slew violations | 0 |
| Vias in the first global route | 1,948 |
| Power per cell area | 634.4 nW/um2 |
| Arrival time worst endpoint | 3.21 ns |
| Yosys cell count | 299 |
| Setup ws final | -0.3151 ns |
| Yosys warns | 14 |
| H-Tree Level Count | 1 |
| Max cap viols | 0 |
| Gpl congestion | 0.8762 |
| Pwr Total | 2135 uW |
| DP Cell Count | 442 |
| Die W | 94.04 um |
| Fin area | 3366 um2 |
| Netlist Area Pre-Place | 2541 um2 |
| Area Growth Syn to Fin | 32.45% |
| Largest net degree at the start of global routing | 15 |
| DIE HEIGHT | 94.04 um |
| DP HPWL | 4061 um |
| Slowest stage delay, CP | 0.49 ns |
| Synthesized area per cell | 8.499 um2 |
| Total Die Area | 8843 um2 |
| YS chip area | 2541 um2 |
| Hold Violations, Final | 0 |
| CP max FO | 3 |
| Drt pass-1 iters | 6 |
| Avg Vias per Cell | 4.726 |
| CTS tree | done |
| Ant. Diodes | 0 |
| Row count | 33 |
| Sw Ratio | 35.56% |
| Clk latency late pin | 0.27 ns |
| Core Box Area | 8217 um2 |
| Detailed-route via count | 2,136 |
| I/O Pins | 20 |
| Clock power frac | 15.0% |
| # setup viols final | 9 |
| Final worst-path cycle share | 111.7% |
| Worst setup SP type | flop |
| Slowest CP cell | fa_1 |
| Crit-path cells | nor4b_4, buf_4, ha_4, ha_4, nand2b_4, o21ai_4, buf_12, fa_1, inv_1, ha_1, o21ai_1, nand3b_1, xnor2_2, a211o_1, a31oi_1 |
| Post-synth seq share | 22.06% |
| First-pass GRT wire length | 8838 um |
| DRC Markers | 0 |
| Registers, synthesis | 24 |
| Mean routed wirelength per cell | 11.44 um |
| Clock Tree Root | clkbuf_8 |
| RSZ-0062 raised after global routing | true |
| Final setup TNS | -1.989 ns |
| Combinational fraction of design power | 55.2% |
| Clk_skew | 0.003877 ns |
| VDD IR max | 217.9 uV |
| Worst-Margin Slew | 0.4560 ns |
| P_int | 1376 uW |
| OpenROAD warning count | 38 |
| HP Class | flop to flop |
| Sequential share of power | 29.8% |
| PortBufs | 18 |
| Synth Flop Type | dfxtp_1 |
| Final Routed Wirelength | 5173 um |
| Total gr overflow | 0 |
| Crit path kind | flop to flop |
| Cell Type Count | 54 |
| Initial antenna violation count | 0 |
| Cells after synthesis | 299 |
| GRT Util Overall | 12.61% |
| Ys async rst share | 0% |
| Nature of the critical path endpoint | flop |
[stage by stage]
step | hold slack, ns | setup slack, ns
finish | 0.4517 | -0.3151
global route | 0.4635 | -0.5308
CTS | 0.4543 | -0.2917
detailed placement | 0.4409 | -0.4012
global placement | 0.4422 | -0.3640
floorplan | 0.4277 | -0.3084
[area by class of cell]
class	count	area, um2
fillers	814	4851
multi-input cells	230	1981
flip-flops and latches	24	569.3
repair buffers	58	496.7
well taps	105	131.4
inverters	31	116.4
clock buffers	3	41.29
clock inverters	1	30.03
[state kept, by name, summed over array words and instances (netlist names)]
signal and cells:
p0.digTwo 4, p1.date 1, p1.apple 1, p1.carrot 1, p2.state 3, p1.banana 1, p2.d0in 4, p0.digOne 4
p2.d1in 4, p1.error 1
[timing repair]
item	in CTS	in global routing
endpoints found under the setup margin	13	13
pin swaps	16	22
resized	10	16
buffers inserted	3	4
gates cloned	0	0
[metal layers]
metal	GRT usage, %	vias up	routed length (um)
met1	19.08	961	2553
met5	0	-	0
met4	0.8974	0	31
li1	-	1139	-
met3	0.3292	2	160
met2	21.35	34	2428
[worst reg2reg max path, stage by stage (launching register included)]
cell and delay [ns]:
dfxtp_2 0.34, nor4b_4 0.33, buf_4 0.18, ha_4 0.14, ha_4 0.12, nand2b_4 0.13, o21ai_4 0.07, buf_12 0.13
fa_1 0.49, inv_1 0.05, ha_1 0.17, o21ai_1 0.13, nand3b_1 0.13, xnor2_2 0.16, a211o_1 0.23, a31oi_1 0.16
[synthesized netlist by cell type (3+ instances only)]
cell type | n | area share, %
nor2b_1 | 7 | 1.7
o21ai_0 | 12 | 2.4
a22oi_1 | 5 | 1.5
ha_1 | 38 | 19
nor2_1 | 19 | 2.8
dfxtp_1 | 16 | 13
a31o_1 | 3 | 1.0
a21o_1 | 4 | 1.2
nor3_1 | 5 | 0.98
o211ai_1 | 7 | 2.1
o22ai_1 | 7 | 1.7
nand3_1 | 7 | 1.4
inv_1 | 29 | 4.3
a21oi_1 | 20 | 3.9
edfxtp_1 | 8 | 9.5
xor2_1 | 6 | 2.1
xnor2_1 | 13 | 4.5
clkbuf_1 | 6 | 0.89
o21a_1 | 3 | 0.89
nand2_1 | 30 | 4.4
fa_1 | 4 | 3.2
nand2b_1 | 5 | 1.2
[worst paths after layout]
kind                            slack, ns  cells after the start        start      endpoint
worst max-delay path                -0.32                     15    p1.banana  p0.digTwo[3]
worst min-delay path                 0.45                      1  p2.state[0]   p2.state[0]
worst max register to register      -0.32                     15    p1.banana  p0.digTwo[3]
worst min register to register       0.45                      1  p2.state[0]   p2.state[0]
[cells by family after synthesis]
family,share of synthesized area (%)
XOR/XNOR,8.715
AND-OR/OR-AND,21.07
buffers and inverters,7.631
multiplexers,0.8862
adder cells (fa/ha/maj),21.86
flip-flops,22.06
AND/OR/NAND/NOR,17.78
[placed cells by master, fill, tap and decap left out, types with 3 or more instances in the layout]
cell	netlist	routed
nor3_1	5	5
nor2_1	19	19
nand2_1	30	30
clkbuf_8	0	3
dfxtp_2	0	4
a22oi_1	5	5
o22ai_1	7	6
a21oi_1	20	17
a31o_1	3	3
fa_1	4	4
nor2b_1	7	6
inv_2	2	4
xnor2_1	13	12
edfxtp_1	8	8
ha_4	0	9
a21oi_2	0	3
a21o_1	4	4
clkdlybuf4s50_1	0	18
o21ai_0	12	11
nand3_1	7	6
ha_1	38	28
nand2b_1	5	4
dfxtp_1	16	11
inv_1	29	27
buf_4	2	38
o21a_1	3	3
xor2_1	6	6
o211ai_1	7	7
[power groups by stage]
stage | clock [uW] | combinational [uW] | sequential [uW]
final | 319 | 1180 | 637
after global routing | 338 | 1330 | 660
after CTS | 329 | 1150 | 636
No activity file was given, so power comes from the tool's default toggle rates.
