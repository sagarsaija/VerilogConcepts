**./config.mk**
```make
export PLATFORM = sky130hd
export DESIGN_NAME = control_unit
export DESIGN_NICKNAME = control_unit
export VERILOG_FILES = /design/flow/design.v
export SDC_FILE = /design/flow/constraint.sdc
export NUM_CORES = 4
export LEC_CHECK = 1
export CORE_UTILIZATION = 40
```
**./constraint.sdc**
```tcl
current_design control_unit

set clk_period 8.9
set clk_io_pct 0.2

create_clock -name clk0 -period $clk_period [get_ports {clk}]

set non_clock_inputs [all_inputs -no_clocks]
set_input_delay [expr $clk_period * $clk_io_pct] -clock clk0 $non_clock_inputs
set_output_delay [expr $clk_period * $clk_io_pct] -clock clk0 [all_outputs]
```
**./design.v**
```verilog
module control_unit (clk, data_in, reset, run, shift, update, data_out, z);
parameter INITLZ_MEM = 2'b00;  
parameter ARITH = 2'b01;
parameter LOGIC = 2'b10;
parameter BUFFER = 2'b11;
input clk, data_in;
input reset, run, shift, update; 
output reg data_out; 
output reg[4:0] z;
reg [3:0] mem [3:0];
reg [7:0] shift_reg, shadow_reg;
reg [1:0] address, addressA, addressB;
always @(posedge clk)
begin
	if(reset == 1'b1)
	begin
		{mem[0],mem[1], mem[2],mem[3]
		,shift_reg,shadow_reg,address,addressA,addressB, data_out} = 39'd0;  
	  z = 5'bxxxxx;  
	end
	if(shift == 1'b1)
	begin
		data_out = shift_reg[0];  
		shift_reg = shift_reg >> 1;  
		shift_reg[7] = data_in;  
	end
	if(update == 1'b1)
		shadow_reg = shift_reg;
	if(run == 1'b1)  
	begin
		if(shadow_reg[7:6] == INITLZ_MEM)
		begin
			address = shadow_reg[5:4];
			mem[address] = shadow_reg[3:0];
			z = 5'bxxxxx;  
		end
		if(shadow_reg[7:6] == ARITH)
		begin
			{addressA, addressB} = {shadow_reg[1:0],shadow_reg[3:2]};
			if(shadow_reg[5] == 1'b1)
				z = mem[addressA] - mem[addressB];  
			else
				z = mem[addressA] + mem[addressB];  
		end
		if(shadow_reg[7:6] == LOGIC)
		begin
			{addressA, addressB} = {shadow_reg[1:0],shadow_reg[3:2]};
			if(shadow_reg[5] == 1'b1)
				z = {1'b0,mem[addressA] | mem[addressB]};  
			else										 
				z = {1'b0,mem[addressA] & mem[addressB]};
		end
		if(shadow_reg[7:6] == BUFFER)
			z = shadow_reg[4:0];
	end
end
endmodule
```
**./run.sh**
```bash
#!/bin/bash
# OpenROAD 26Q1-2900-gdf79404cd8, Yosys 0.63+post, stock flow scripts
make -C /OpenROAD-flow-scripts/flow DESIGN_CONFIG=/design/flow/config.mk WORK_HOME=/design/flow/orfs finish
```
==> impl_metrics.yaml <==
# yosys + openroad results
outcome:
  outcome: "finished, final reports clean"
setup_path:
  setup.worst_path.start_class: "primary input"
  timing.critical_path.arrival_ns: 6.67
  cp_max_fo: 16
  path_class: "in2reg"
  worst_ep_required_time_ns: 9.05
  critical_path.endpoint_type: "flip-flop"
run:
  warnings: 27
  drv.max_cap_violation_count: 0
drt:
  num_antenna_cells: 0
  drtAntennaViolNets: 0
  route.vias.total: 1930
  dr.first_iter.drc_count: 106
  post_drt_via_cell_ratio: 5.48
  detail_route.wl_per_cell_um: 15.5
  detailedRoute.firstPassIterationCount: 4
  route.detailed.drc: 0
  wl_um: 5460
worst_hold_path:
  timing.hold.worst.class: "reg2reg"
floorplan:
  floorplan.core_area_mm2: 0.00557
  fp.dieW_um: 78.7
  die.size.y_um: 78.7
  pin_count: 12
  total_die_area_mm2: 0.00620
  core_util_floorplan: 0.422
  floorplan.rows: 27
synthesis:
  synth_top_cell_by_area: "dfxtp_1"
  dominantRegCellSynth: "dfxtp_1"
  top_cells_by_count: "nand2_1 (34), dfxtp_1 (32), mux2i_1 (29)"
  synth_async_sr_flop_share: 0
  top_area_frac: 0.272
  synth.avg_cell_area_um2: 8.59
  synthMostInstantiatedCell: "nand2_1"
  yosys-stat-area_mm2: 0.00235
  synth.area.top_cells: "dfxtp_1 (27%), mux2i_1 (12%), edfxtp_1 (7.7%), nand2_1 (5.4%), nor2_1 (3.8%)"
  ys_seq_share: 0.349
  synth_cell_types: 50
  syn_inst: 274
  synthesis.yosys.warnings: 2
  ff_latch_count_synth: 38
  count_of_instantiated_cells_in_the_yosys_netlist: 274
  netlist_area_mm2: 0.00235
  edf_count: 6
timing:
  max_freq_mhz: 153
  period_used_share: 0.732
  setup_skew_after_layout_ns: 0.00796
  finalHoldViolations: 0
  rsz_0062_raised_after_global_routing: "false"
  maxSlewHeadroom: 0.561
  max_transition_viols_final: 0
  tightest_slew_ns: 0.657
  setup-violations-final: 0
  time_the_worst_path_needs_with_i_o_delays_and_setup_ns: 6.52
  final.setup.tns_ns: 0
clock_network:
  clock_insertion_delay_worst_skew_ns: 0.29
  cts.sink_count: 38
  numCtsBuffers: 5
  tritoncts: "yes"
  cts_resized: 0
  ctsLongestPathBuffers: 2
  clock_tree.root_cell: "clkbuf_8"
  worst_setup_hold_path_clk_slew_ns: 0.08
  h_tree_level_count: 2
  cts_hold_repair.buffers: 0
  postCtsSetupBuffers: 0
layout:
  areaGrowthSynthToFinish_pct: 10.4
  largest_register_ff_count: 16
  drive_gt1_frac: 0.0893
power:
  power.total_w: 0.000383
  leakagePower_nw: 1.03
  irDropWorstVdd_v: 0.0000829
  pwr_cell_area_mw_per_mm2: 147
placement:
  globalplace.congestion: 0.883
  place_hpwl_um: 3860
  port_buffers: 11
global_routing:
  groute.usage.overall: 0.195
  antenna_found_initial: 0
  grt_pass1_vias: 1833
  grt_max_degree: 24
  grt_pass1_wl_um: 9180
  grt_remaining_overflow: 0
## routing by layer
layer | wire length, µm | track usage
met1 | 2790 | 0.309
met2 | 2320 | 0.287
met3 | 238 | 0.0315
met4 | 107 | 0.0389
met5 | 0 | 0
## cells in the final DEF, fill, tap and decap left out, drive strengths merged, types with 7 or more instances in the layout
master	Yosys	routed
nand2	34	34
dfxtp	32	32
mux2i	29	29
nor2	24	24
o21ai	18	18
inv	15	15
a21oi	13	13
clkdlybuf4s50	0	11
nor3	7	7
ha	7	7
a211oi	7	7
## worst max-delay path, stage by stage
cell             delay [ns]
clkdlybuf4s50_1        0.78
nor2_1                 0.18
a211oi_4               0.64
inv_2                  0.23
nor4_4                 0.65
mux2i_1                0.16
mux2_4                 0.29
a211oi_4               0.29
inv_1                  0.10
ha_1                   0.28
nand2_1                0.06
o21ai_1                0.10
fa_1                   0.44
inv_1                  0.07
a21o_1                 0.10
a21oi_1                0.09
o32a_1                 0.30
o21ai_1                0.12
## stage by stage
stage	cell area (µm²)	std cells	worst slack [ns]	utilization	hold slack [ns]
floorplan	2350	274	3.54	-	0.449
global placement	2500	344	2.20	0.449	0.488
detailed placement	2500	344	2.15	0.449	0.489
CTS	2600	352	2.39	0.466	0.502
global route	2600	352	1.95	0.466	0.511
finish	2600	352	2.38	0.466	0.495
## cell families after synthesis
group,count (synthesis),share of synthesized area
xor gates and xnor gates,5,0.0186
AOI/OAI and AO/OA,63,0.189
DFF,38,0.349
muxes,30,0.130
buffers and inverters,35,0.0627
and+or+nand+nor,93,0.197
adders and majority gates,10,0.0542
## where the power goes
part           internal [W]  switching, W
Combinational     0.0000320     0.0000435
Clock             0.0000623     0.0000608
Sequential         0.000182    0.00000208
Total              0.000277      0.000106
## final timing paths
check	from	endpoint	slack, ns	cells past startpoint
worst max-delay path	update	z[4]	2.38	18
worst min-delay path	shift_reg[7]	shift_reg[7]	0.50	2
worst max register to register	shift_reg[7]	z[4]	4.41	17
worst min register to register	shift_reg[7]	shift_reg[7]	0.50	2
## final cells by class
type | count | area, µm²
clock inverters | 2 | 12.5
inverters | 18 | 67.6
fillers | 572 | 2970
multi-input cells | 201 | 1390
repair buffers | 15 | 140
well taps | 72 | 90.1
flip-flops and latches | 38 | 821
clock buffers | 6 | 82.6
No activity file was given, so power comes from the tool's default toggle rates.
